==> design.v <==
`timescale 1ns / 1ps
module clk_d(
    input clk_i,  
    output clk_o   
    );
reg[27:0] counter=28'd0;
parameter DIVISOR = 28'd2;
always @(posedge clk_i)
begin
 counter <= counter + 28'd1;
 if(counter>=(DIVISOR-1))
  counter <= 28'd0;
end
assign clk_o = (counter<DIVISOR/2)?1'b0:1'b1;
endmodule
==> run.sh <==
#!/bin/bash
# OpenROAD 26Q1-2900-gdf79404cd8, Yosys 0.63+post, stock flow scripts
make -C /OpenROAD-flow-scripts/flow DESIGN_CONFIG=/design/flow/config.mk WORK_HOME=/design/flow/orfs finish
==> config.mk <==
export PLATFORM = sky130hd
export DESIGN_NAME = clk_d
export DESIGN_NICKNAME = clk_d
export VERILOG_FILES = /design/flow/design.v
export SDC_FILE = /design/flow/constraint.sdc
export NUM_CORES = 4
export LEC_CHECK = 1
export CORE_AREA = 10 10 72 72
export DIE_AREA = 0 0 82 82
==> constraint.sdc <==
current_design clk_d

set clk_period 2.2
set clk_io_pct 0.2

create_clock -name clk0 -period $clk_period [get_ports {clk_i}]

set non_clock_inputs [all_inputs -no_clocks]
set_input_delay [expr $clk_period * $clk_io_pct] -clock clk0 $non_clock_inputs
set_output_delay [expr $clk_period * $clk_io_pct] -clock clk0 [all_outputs]
==> out/notes.md <==
The post-synth design cell area came out at 748 µm². The run gives 389 as the tally of filler cells in the layout. The cell type that accounts for the most area after synthesis is sky130_fd_sc_hd__dfxtp_1. Counting flops and latches in the post-synthesis netlist gives 28. Setup repair after global routing left no endpoint under its margin. The data required time reported for the critical path is 1.76 ns.

After detailed routing, the number of vias per cell comes to 2.92. The number of H-tree levels is 1. With the largest net degree at the start of global routing at 17, the area added between synthesis and finish is 34.9%.

As reported, the later end of the worst-skew pair has a clock insertion delay of 0.26 ns. The worst clock skew was 0.00757 ns. The core region area was 3690 µm²; the number of buffers on the longest clock path was 2. The total inserted antenna cells is 0, and the highest achievable clock rate is 0.496 GHz.

The critical path start-end classification was flip-flop to output pin. The combined area of the multi-input logic cells came out at 277 µm². For this sky-water flow run, the detailed-routed wirelength per cell is reported as 6.32 µm.

The sum of overflow across all layers after global routing is 0, and the peak supply drop is 0.000867 V. For the share of power burned in the clock network, the log shows 0.409. The internal portion of total power came out at 0.000778 W. The initial antenna violation count is 0. Counting flops with a built-in enable in the synthesized netlist gives 0. The CTS report gives the tree buffer count as 3. The max-capacitance violation count was 0. With the gate count after technology mapping at 52, the warning total across the stage logs is 27. Global-route usage over all layers: 0.0257.

The flow ran to the end, and the final reports show no timing, DRC or antenna violations. The clock drives 28 sinks. STA classifies the critical path startpoint as a flip-flop. The layout stage reports a final design area of 1010 µm². With the clock period minus worst slack at 2.02 ns, the number of flip-flops under the largest register name is 28.

For the site row count, the log shows 22. The total number of yosys warnings was 1. sky130_fd_sc_hd__dfxtp_1 is the most common cell in the netlist. The report puts the hold buffer count at CTS at 0. The logs give 559 µm for the detailed-placement wirelength estimate and 1.32 mm for the wire length of the first global-routing pass. The tools report the switching component of the power as 0.000151 W. The horizontal die dimension was 82 µm; the number of routed nets with antenna violations was 0. The largest registers in the layout are counter: 28 flops. In this run the vertical extent of the chip is 82 µm.

For the initial core utilization, the log shows 0.203. The fraction of final layout cells with drive strength greater than 1 is 0.179, and the number of detailed-routing iterations run before antenna repair is 2. TritonCTS built the clock tree.

In the Yosys stats the netlist draws on 15 distinct library cells. The share of synthesized registers carrying an async set or reset is 0. For the worst setup path, the data arrival time is 1.58 ns.

After detailed routing, the number of remaining DRC violations is 0. The mean cell area of the mapped netlist was 14.4 µm²; the proportion of total power due to net switching was 0.163. The final route contains 385 vias. The run gives 52 as the count of instantiated cells in the yosys netlist. The run gives 0 for the number of endpoints failing setup at the final stage. The chip area from the yosys synthesis statistics was 748 µm². The run gives 563 µm² for the area occupied by registers. Per the OpenROAD floorplan log, the area of the die is 6720 µm². For the post-synthesis sequential area ratio, the log shows 0.749. Per the post-CTS timing run, clock transition at the registers of the reported paths is 0.09 ns. The sum of negative setup slack came out at 0 ns. For this design the top-level I/O count stands at 2.

The global placer's final weighted congestion came out at 0.747. The tree is rooted in a sky130_fd_sc_hd__clkbuf_8. Ranked by flip-flop count, first place goes to counter. The number of global-route vias before repair was 326. The critical-path maximum fanout is 2. Most used flip-flop cell: sky130_fd_sc_hd__dfxtp_1.

Count of input and output buffers: 1. Sorting the synthesized cells by how often they occur yields sky130_fd_sc_hd__dfxtp_1 (28), sky130_fd_sc_hd__nor4_2 (4), sky130_fd_sc_hd__ha_1 (3). For the sequential share of power, the log shows 0.582.

Ranked by total cell area, the synthesized netlist is headed by sky130_fd_sc_hd__dfxtp_1 (75%), sky130_fd_sc_hd__nor4_2 (6.7%), sky130_fd_sc_hd__ha_1 (5.0%), sky130_fd_sc_hd__nor4b_1 (2.3%), sky130_fd_sc_hd__nor2b_1 (1.7%). The run gives 0.917 for the final worst-path cycle share. The path class of the tightest hold or removal check is flip-flop to flip-flop. The first routing iteration left 7 violations.

The run gives 0 as the count of pins over their slew limit. The worst setup path is captured at an output pin. The portion of synthesized cell area occupied by the leading cell type works out to 0.749. Wires add up to 834 µm. Total power normalized to cell area comes to 920 nW/µm².

Endpoints failing hold in the final report were tallied at 0. After detailed placement, the total cell area comes to 908 µm². Per the OpenROAD power report, leakage power amounts to 0.416 nW.

For the combinational cell fraction of total power, the log shows 0.010.
## worst paths after layout
kind                      endpoint  cells after the start                   start  slack, ns
max                          clk_o                      4   counter[7]$_SDFF_PP0_       0.18
min          counter[0]$_SDFF_PP0_                      2   counter[0]$_SDFF_PP0_       0.52
max reg2reg  counter[1]$_SDFF_PP0_                      4  counter[20]$_SDFF_PP0_       0.89
min reg2reg  counter[0]$_SDFF_PP0_                      2   counter[0]$_SDFF_PP0_       0.52
## cell families after synthesis
kind of cell,count (synthesis),share of synthesized area
buf+inv,2,0.0100
fa+ha+maj,3,0.0502
simple gates,17,0.179
flops,28,0.749
other cells,1,0.00501
compound gates,1,0.00668
## through the flow
| step | total power [W] | utilization | worst slack, ns | hold WS (ns) | std cells |
|---|---|---|---|---|---|
| after floorplan | 0.000557 | - | 0.718 | 0.461 | 76 |
| after global routing | 0.000962 | 0.274 | 0.0113 | 0.530 | 132 |
| after detailed placement | 0.000561 | 0.246 | 0.156 | 0.491 | 125 |
| final | 0.000929 | 0.274 | 0.182 | 0.518 | 132 |
| after global placement | 0.000559 | 0.246 | 0.153 | 0.474 | 125 |
| after CTS | 0.000939 | 0.274 | 0.166 | 0.512 | 132 |
## layout make-up
| type | count | area share |
|---|---|---|
| clock inverter | 1 | 0.0297 |
| inverter | 2 | 0.00743 |
| tap | 48 | 0.0595 |
| clock buffer | 3 | 0.0409 |
| multi-input combinational | 46 | 0.274 |
| timing repair buffer | 4 | 0.0310 |
| sequential | 28 | 0.558 |
## critical path, stage by stage, from the launching register on
cell and delay (ns):
sky130_fd_sc_hd__dfxtp_1 0.31, sky130_fd_sc_hd__nor4_1 0.37, sky130_fd_sc_hd__nand3_1 0.15, sky130_fd_sc_hd__or2_1 0.24
sky130_fd_sc_hd__dlygate4sd2_1 0.24
## layer usage
metal  up-vias  global-route usage  part of all wire  routed length [µm]
met5         -                   0                 0                   0
met2         5              0.0384              0.41                 339
met1       161              0.0309              0.52                 430
met4         0             0.00340            0.0096                   8
met3         2              0.0176             0.067                  56
li1        217                   -                 -                   -
## cell usage in the layout, fill, tap and decap left out
cell / count
sky130_fd_sc_hd__dfxtp_1: 26
sky130_fd_sc_hd__conb_1: 25
sky130_fd_sc_hd__nor4_2: 4
sky130_fd_sc_hd__ha_1: 3
sky130_fd_sc_hd__clkbuf_8: 3
sky130_fd_sc_hd__buf_4: 3
sky130_fd_sc_hd__nor4_1: 2
sky130_fd_sc_hd__nor3_1: 2
sky130_fd_sc_hd__nor2b_1: 2
sky130_fd_sc_hd__dfxtp_2: 2
sky130_fd_sc_hd__inv_1: 1
sky130_fd_sc_hd__nand4_1: 1
sky130_fd_sc_hd__nor4b_2: 1
sky130_fd_sc_hd__nand3_1: 1
sky130_fd_sc_hd__or2_1: 1
sky130_fd_sc_hd__inv_2: 1
sky130_fd_sc_hd__nand2b_1: 1
sky130_fd_sc_hd__a21oi_1: 1
sky130_fd_sc_hd__nor3b_1: 1
sky130_fd_sc_hd__nor4b_1: 1
sky130_fd_sc_hd__bufinv_16: 1
sky130_fd_sc_hd__dlygate4sd2_1: 1
## timing repair
item                                    CTS  global route
buffers inserted                          3             0
resized                                   5             0
endpoints found under the setup margin    1             0
## power by group through the flow
stage	clock network [W]	logic (W)	registers (W)
4_1_cts	0.000389	0.00000918	0.000541
5_1_grt	0.000408	0.0000116	0.000543
6_report	0.000380	0.00000883	0.000540
No activity file was given, so power comes from the tool's default toggle rates.
