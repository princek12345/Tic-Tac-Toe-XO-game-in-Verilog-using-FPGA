==> flow/design.v <==
`timescale 1ns / 1ps
module VGA_colour(
	 input [17:0] pos,      
	 input illegal_move,    
	 input no_space,        
	 input [1:0] who,       
    input [15:0] H_counter,     
	 input [15:0] V_counter,     
	 output hsync,
	 output vsync,
	 output reg [2:0] red,       
    output reg [2:0] green,     
    output reg [1:0] blue       
 );
wire [1:0] pos1,pos2,pos3,
     pos4,pos5,pos6,pos7,pos8,pos9;    
assign pos1 = pos[17:16];	  
assign pos2 = pos[15:14];	  
assign pos3 = pos[13:12];	  
assign pos4 = pos[11:10];	  
assign pos5 = pos[9:8];	  
assign pos6 = pos[7:6];	  
assign pos7 = pos[5:4];	  
assign pos8 = pos[3:2];	  
assign pos9 = pos[1:0];	  
assign hsync = (H_counter < 96 ) ? 1 : 0;
assign vsync = (V_counter < 2 ) ? 1 : 0;
always @ (*) begin
 if ((H_counter > 143 && H_counter < 784 && V_counter > 31 && V_counter < 511 ))  begin    
	if  (((H_counter > 150 && H_counter < 153) || (H_counter > 303 && H_counter < 306) || (H_counter > 456 && H_counter < 459) || (H_counter > 609 && H_counter < 612)) && V_counter > 44 && V_counter < 506) 
	begin                        
	 red<=3'b111;
	 green<=3'b111;
	 blue<=2'b11;
	end
   else if (((H_counter > 153 && H_counter < 303) || (H_counter > 306 && H_counter < 456) || (H_counter > 459 && H_counter < 609)) && ((V_counter > 44 && V_counter < 47) || (V_counter > 197 && V_counter < 200) || (V_counter > 350 && V_counter < 353) || (V_counter > 503 && V_counter < 506) ))
	begin                     
	 red<=3'b111;
	 green<=3'b111;
	 blue<=2'b11;
	end
	else if ((H_counter > 622 && H_counter < 627))
	begin                    
	 red<=3'b111;
	 green<=3'b111;
	 blue<=2'b11;
	end
	else if(H_counter > 168 && H_counter < 288 && V_counter > 62 && V_counter < 182)
	begin
	case (pos1) 
	2'b01:begin            
	  red<=3'b111;
	  green<=3'b000;
	  blue<=2'b00;
	end
	2'b10:begin           
	  red<=3'b000;
	  green<=3'b111;
	  blue<=2'b00;
	end
	default:begin       
	  red<=3'b000;
	  green<=3'b000;
	  blue<=2'b00;
	end
	endcase
	end
	else if(H_counter > 321 && H_counter < 441 && V_counter > 62 && V_counter < 182)
	begin
	case (pos2) 
	2'b01:begin           
	 red<=3'b111;
	 green<=3'b000;
	 blue<=2'b00;
	end
	2'b10:begin
	 red<=3'b000;
	 green<=3'b111;
	 blue<=2'b00;
	end
	default:begin
	 red<=3'b000;
	 green<=3'b000;
	 blue<=2'b00;
	end
	endcase
	end
	else if(H_counter > 474 && H_counter < 594 && V_counter > 62 && V_counter < 182)
	begin
	case (pos3) 
	2'b01:begin
	 red<=3'b111;
	 green<=3'b000;
	 blue<=2'b00;
	end
	2'b10:begin
	 red<=3'b000;
	 green<=3'b111;
	 blue<=2'b00;
	end
	default:begin
	 red<=3'b000;
	 green<=3'b000;
	 blue<=2'b00;
	end
	endcase
	end
	else if(H_counter > 168 && H_counter < 288 && V_counter > 215 && V_counter < 335)
	begin
	case (pos4) 
	2'b01:begin
	 red<=3'b111;
	 green<=3'b000;
	 blue<=2'b00;
	end
	2'b10:begin
	 red<=3'b000;
	 green<=3'b111;
	 blue<=2'b00;
	end
	default:begin
	 red<=3'b000;
	 green<=3'b000;
	 blue<=2'b00;
	end
	endcase
	end
	else if(H_counter > 321 && H_counter < 441 && V_counter > 215 && V_counter < 335)
	begin
	case (pos5) 
	2'b01:begin
	 red<=3'b111;
	 green<=3'b000;
	 blue<=2'b00;
	end
	2'b10:begin
	 red<=3'b000;
	 green<=3'b111;
	 blue<=2'b00;
	end
	default:begin
	 red<=3'b000;
	 green<=3'b000;
	 blue<=2'b00;
	end
	endcase
	end
	else if(H_counter > 474 && H_counter < 594 && V_counter > 215 && V_counter < 335)
	begin
	case (pos6) 
	2'b01:begin
	 red<=3'b111;
	 green<=3'b000;
	 blue<=2'b00;
	end
	2'b10:begin
	 red<=3'b000;
	 green<=3'b111;
	 blue<=2'b00;
	end
	default:begin
	 red<=3'b000;
	 green<=3'b000;
	 blue<=2'b00;
	end
	endcase
	end
	else if(H_counter > 168 && H_counter < 288 && V_counter > 368 && V_counter < 488)
	begin
	case (pos7) 
	2'b01:begin
	 red<=3'b111;
	 green<=3'b000;
	 blue<=2'b00;
	end
	2'b10:begin
	 red<=3'b000;
	 green<=3'b111;
	 blue<=2'b00;
	end
	default:begin
	 red<=3'b000;
	 green<=3'b000;
	 blue<=2'b00;
	end
	endcase
	end
	else if(H_counter > 321 && H_counter < 441 && V_counter > 368 && V_counter < 488)
	begin
	case (pos8) 
	2'b01:begin
	 red<=3'b111;
	 green<=3'b000;
	 blue<=2'b00;
	end
	2'b10:begin
	 red<=3'b000;
	 green<=3'b111;
	 blue<=2'b00;
	end
	default:begin
	 red<=3'b000;
	 green<=3'b000;
	 blue<=2'b00;
	end
	endcase
	end
	else if(H_counter > 474 && H_counter < 594 && V_counter > 368 && V_counter < 488)
	begin
	case (pos9) 
	2'b01:begin
	 red<=3'b111;
	 green<=3'b000;
	 blue<=2'b00;
	end
	2'b10:begin
	 red<=3'b000;
	 green<=3'b111;
	 blue<=2'b00;
	end
	default:begin
	 red<=3'b000;
	 green<=3'b000;
	 blue<=2'b00;
	end
	endcase
	end
	else if(H_counter > 642 && H_counter < 762 && V_counter > 47 && V_counter < 503)
	begin       
	if (illegal_move==1'b1)    
	begin
	 red<=3'b000;
	 green<=3'b000;
	 blue<=2'b11;
	end
	if (no_space==1'b1)     
	begin
	 red<=3'b111;
	 green<=3'b111;
	 blue<=2'b00;
	end
	case (who)            
	2'b01:begin           
	 red<=3'b111;
	 green<=3'b000;
	 blue<=2'b00;
	end
	2'b10:begin           
	 red<=3'b000;
	 green<=3'b111;
	 blue<=2'b00;
	end
	default:begin         
	 red<=3'b000;
	 green<=3'b000;
	 blue<=2'b00;
	end
	endcase
	end
	else 
	begin
	 red<=3'b000;
	 green<=3'b000;
	 blue<=2'b00;
	end
end
end 
endmodule
==> flow/run.sh <==
#!/bin/bash
# OpenROAD 26Q1-2900-gdf79404cd8, Yosys 0.63+post, stock flow scripts
make -C /OpenROAD-flow-scripts/flow DESIGN_CONFIG=/design/flow/config.mk WORK_HOME=/design/flow/orfs finish
==> flow/config.mk <==
export PLATFORM = sky130hd
export DESIGN_NAME = VGA_colour
export DESIGN_NICKNAME = VGA_colour
export VERILOG_FILES = /design/flow/design.v
export SDC_FILE = /design/flow/constraint.sdc
export NUM_CORES = 4
export LEC_CHECK = 1
export CORE_AREA = 10 10 110 110
export DIE_AREA = 0 0 120 120
==> flow/constraint.sdc <==
current_design VGA_colour

set clk_period 2.5
set clk_io_pct 0.2

create_clock -name clk0 -period $clk_period

set non_clock_inputs [all_inputs -no_clocks]
set_input_delay [expr $clk_period * $clk_io_pct] -clock clk0 $non_clock_inputs
set_output_delay [expr $clk_period * $clk_io_pct] -clock clk0 [all_outputs]
==> metrics.yaml <==
status: "completed"
critical_path_arrival_ns: 1.90
synthCells: 228
drive_above_1_share: 0.117
report.final.slew_viol_count: 0
p_per_area_mw_per_mm2: 104
ys_cells: 228
fin_cells: 424
tool_warnings: 34
wl_per_cell_um: 13.8
place_inst: 422
path_depth: 5
holdPathStages: 5
most_common_cell: "nor2_1"
fin_crit_ns: 2.40
avgSynthCellArea_sq_um: 6.03
enable_flop_cells: 0
top_area_frac: 0.0619
slowest_delay_ns: 0.53
antenna_found_initial: 0
dp_hpwl_mm: 4.76
synth_chip_area_sq_mm: 0.00138
min_to: "hsync"
worstHoldPathType: "in2out"
diodes: 0
placed_area_sq_mm: 0.00222
crit_top_cell: "or4_4"
first_pass_iters: 4
die_h_um: 120
power_uw: 233
max_slew_margin: 0.413
hold_start: "H_counter[15]"
setup-violations-final: 0
cts.hold.buffers_added: 0
async_reset_ff_frac: 0
ff_type: "dlxtp_1"
drt_iter0_markers: 165
syn2layout_area_growth_pct: 63.0
drc: 0
netlist_area_sq_mm: 0.00138
synth_top_cell_by_area: "o21ai_0"
common_cells: "nor2_1, nand2_1, o21ai_0"
core_sq_mm: 0.00977
path_delay_family: "simple AND/OR/NAND/NOR gates"
cp_max_fo: 2
grt_util_all_layers: 0.0793
finalHoldWorstSlack_ns: 1.54
grt_pass1_wl_mm: 9.80
ys_ff: 3
gp_congestion: 0.853
yosys.cell_types.count: 50
p_leak_uw: 0.000759
dr_total_vias: 1931
yosys-top-cells-area: "o21ai_0, nor2_1, nand3_1, nand2_1, nor3_1"
untimed_endpoints: 11
max_cap_viol_count: 0
yosysWarnings: 1
finalCritPeriodShare: 0.962
rsz0062_at_grt: "false"
clock.fmax_ghz: 0.416
overflow: 0
grt_pass1_vias: 1883
crit_buf_inv: 2
ios: 64
tightest_slew_ns: 0.874
crit_slowest_cell: "or4_4"
crit_chain: "clkdlybuf4s15_1 -> or4_4 -> or4_4 -> nor3_4 -> buf_2"
drtAntennaViolNets: 0
cp-end-kind: "primary output"
die_w_um: 120
port_buffers: 62
finalHoldViolations: 0
ir_drop_v: 0.0000332
worstSetupStartpointType: "input port"
die_area_sq_mm: 0.0144
vias_per_cell: 4.55
initCoreUtil: 0.141
crit_required_ns: 2.00
wirelength_mm: 5.84
unclocked_pins: 3
crit_type: "in2out"
fp-row-count: 36
grt_max_degree: 21
fin_area_sq_mm: 0.00224
==> cell type report <==
class,count,area (sq um)
Fill cell,1089,7530
Inverter,11,41.3
Multi-Input combinational cell,190,1190
Sequential cell,3,45.0
Tap cell,133,166
Timing Repair Buffer,87,800
==> cells in the final DEF (no fill, tap or decap), types with 4 or more instances in the layout <==
| cell | instances |
|---|---|
| nor3b_1 | 4 |
| nor4_1 | 8 |
| a21oi_1 | 10 |
| a31oi_1 | 7 |
| a211oi_1 | 4 |
| buf_4 | 25 |
| inv_1 | 11 |
| nand2_1 | 17 |
| nand4_1 | 8 |
| or4_1 | 4 |
| nor2_1 | 21 |
| clkdlybuf4s50_1 | 55 |
| nand3_1 | 13 |
| nor3_1 | 11 |
| o21ai_0 | 17 |
| nor2b_1 | 5 |
| nand2b_1 | 6 |
==> metrics by stage <==
stage | util | TNS (ns) | setup WS, ns
final | 0.229 | 0 | 0.0956
after detailed placement | 0.227 | -0.755 | -0.696
after CTS | 0.229 | 0 | 0.0134
after floorplan | - | 0 | 0.339
after global routing | 0.229 | 0 | 0.0443
after global placement | 0.227 | -0.807 | -0.737
==> power breakdown <==
part / switching, uW / total [uW] / internal, uW
combinational: 108 / 233 / 124
sequential: 0.000000344 / 0.00546 / 0.00544
clock: 0 / 0 / 0
total: 108 / 233 / 124
==> routing by layer <==
metal	part of all wire	track usage	vias to the layer above
li1	-	-	999
met1	0.47	0.117	846
met2	0.44	0.120	86
met3	0.097	0.0195	0
met4	0	0.00226	0
met5	0	0	-
==> worst max path at each step <==
stage	end	startpoint	slack (ns)
after CTS	hsync	H_counter[14]	0.01
after global routing	hsync	H_counter[14]	0.04
final	hsync	H_counter[14]	0.1
==> sequential cells by signal, summed over array words and instances (netlist names) <==
register	count
blue	1
green	1
red	1
==> repair_timing <==
| action | in CTS | in global routing |
|---|---|---|
| setup endpoints to repair | 2 | 1 |
| buffers inserted | 2 | 0 |
| pin swaps | 5 | 1 |
| resized | 15 | 0 |
==> kinds of logic after synthesis <==
family          share of synthesized area
compound gates                      0.336
xor+xnor                          0.00637
buf+inv                             0.114
latches                            0.0328
mux                                0.0146
simple gates                        0.497
==> worst min-delay path, stage by stage <==
cell	delay, ns
clkdlybuf4s15_1	0.16
or4_4	0.11
or4_4	0.13
nor3_4	0.04
buf_2	0.10
Power and IR drop assume default switching activity.
