==> run.sh <==
#!/bin/bash
# OpenROAD 26Q1-2900-gdf79404cd8, Yosys 0.63+post, stock flow scripts
make -C /OpenROAD-flow-scripts/flow DESIGN_CONFIG=/design/flow/config.mk WORK_HOME=/design/flow/orfs finish
==> config.mk <==
export PLATFORM = sky130hd
export DESIGN_NAME = winner_detector
export DESIGN_NICKNAME = winner_detector
export VERILOG_FILES = /design/flow/design.v
export SDC_FILE = /design/flow/constraint.sdc
export NUM_CORES = 4
export LEC_CHECK = 1
export CORE_AREA = 10 10 70 70
export DIE_AREA = 0 0 80 80
==> constraint.sdc <==
current_design winner_detector

set clk_period 1.7
set clk_io_pct 0.2

create_clock -name clk0 -period $clk_period

set non_clock_inputs [all_inputs -no_clocks]
set_input_delay [expr $clk_period * $clk_io_pct] -clock clk0 $non_clock_inputs
set_output_delay [expr $clk_period * $clk_io_pct] -clock clk0 [all_outputs]
==> design.v <==
`timescale 1ns / 1ps
module winner_detect_3(     
input [1:0] pos0,pos1,pos2,   
output wire winner,          
output wire [1:0]who         
    );
wire [1:0] temp0,temp1,temp2;
wire temp3;
assign temp0[1] = !(pos0[1]^pos1[1]);    
assign temp0[0] = !(pos0[0]^pos1[0]);   
assign temp1[1] = !(pos2[1]^pos1[1]);   
assign temp1[0] = !(pos2[0]^pos1[0]);   
assign temp2[1] = temp0[1] & temp1[1];   
assign temp2[0] = temp0[0] & temp1[0];  
assign temp3 = pos0[1] | pos0[0];        
assign winner = temp3 & temp2[1] & temp2[0];
assign who[1] = winner & pos0[1];
assign who[0] = winner & pos0[0];
endmodule
`timescale 1ns / 1ps
module winner_detector(
  input [1:0] pos1,pos2,pos3,pos4,pos5,pos6,pos7,pos8,pos9,   
  output wire winner,   
  output wire [1:0]who   
  );
wire win1,win2,win3,win4,win5,win6,win7,win8;   
wire [1:0] who1,who2,who3,who4,who5,who6,who7,who8;    
winner_detect_3 u1(pos1,pos2,pos3,win1,who1); 
winner_detect_3 u2(pos4,pos5,pos6,win2,who2); 
winner_detect_3 u3(pos7,pos8,pos9,win3,who3); 
winner_detect_3 u4(pos1,pos4,pos7,win4,who4); 
winner_detect_3 u5(pos2,pos5,pos8,win5,who5); 
winner_detect_3 u6(pos3,pos6,pos9,win6,who6); 
winner_detect_3 u7(pos1,pos5,pos9,win7,who7); 
winner_detect_3 u8(pos3,pos5,pos6,win8,who8); 
assign winner = (((((((win1 | win2) | win3) | win4) | win5) | win6) | win7) | win8);   
assign who = (((((((who1 | who2) | who3) | who4) | who5) | who6) | who7) | who8);    
endmodule
==> summary.txt <==
Pre-Repair DR Iteration Count: 4
syn avg cell area: 6.44 um2
unrepaired setup endpoints after global routing: yes
GP Congestion: 0.867
post-synth cell types: 22
row count: 21
power consumption: 0.196 mW
max-slew violations: 0
Final ANT Viol Nets: 0
critical path's top delay family: AND-OR/OR-AND gates
Synth top cell by count: nor3_1
most common library cells after synthesis: 12 x nor3_1, 10 x and3_1, 5 x nand2_1, 5 x nand3_1
dpl cell area: 743 um2
clock share of power: 0
Fmax: 515 MHz
Lkg Pwr: 0.438 nW
post-layout period usage: 1.14
crit path capture type: output pin
largest cells by area after synthesis: and3_1 16%, nor3_1 16%, a221o_1 7.8%
Power Density: 208 nW/um2
die area: 6400 um2
Flop pwr share: 0
Die X: 80 um
Synth Instances: 60
combinational power share: 1.000
hpwl dp: 1440 um
setup slack after layout: -0.243 ns
Setup TNS: -0.474 ns
YS chip area: 387 um2
DRT iter0 DRCs: 83
fp_density: 0.113
worst path arrival time: 1.60 ns
Worst Hold Class: in2out
Hold Violations, Final: 0
Post-Syn Area: 387 um2
Slew headroom: 0.748
Final Non-Filler Cells: 150
outcome: finished, violations left
total net switching power: 0.0846 mW
crit path kind: in2out
critical path, cell by cell: buf_8 > buf_6 > and3_4 > o22ai_2 > nand3_2 > buf_6 > a221o_1 > buf_2
largest area contributor in the netlist: and3_1
VDD IR max: 0.0000379 V
Critical Path RT: 1.36 ns
cts hold-fix bufs: 0
Crit-path slowest cell: a221o_1
crit-path max FO: 6
Final setup viols: 3
startpoint types: input port
number of global-route vias before repair: 604
initial antenna violation count: 0
die y size: 80 um
most frequent CP cell: buf_6
cell internal pwr: 0.111 mW
layout cells sized above 1: 0.654
cell area after layout: 942 um2
Via density: 4.52
area delta synth->final: 144%
Largest type area fraction: 0.162
fin util: 0.276
Switching Share: 0.433
pre-CTS setup slack: -0.972 ns
Post-synth seq share: 0
Hold WS: 1.10 ns
FF+latch area: 0 um2
# Cells Yosys: 60
io pins: 21
pin count of the biggest net entering global routing: 9
Seq cells: 0
I/O Buffers: 21
OpenROAD warning count: 35
global route total overflow: 0
Yosys warnings: 0
placed insts: 139
max incr delay on CP: 0.33 ns
max cap viols: 0
Final Critical Period: 1.94 ns
violations in the final reports: setup timing
Slew @ Worst Pin: 0.375 ns
first-pass GRT wire length: 2930 um
Core Area: 3420 um2
CP Buf/Inv Count: 4
fill count: 352
DRC Markers: 0
WL/cell: 13.4 um
n_diodes: 0
WL final: 2010 um
clkbuf count: 0
total number of vias: 678
Tot GR Track Use: 0.0545
## cell type report
| class | count | area [um2] | area share |
|---|---|---|---|
| multi-input combinational | 58 | 485 | 0.515 |
| tap | 46 | 57.6 | 0.0611 |
| timing repair buffer | 46 | 399 | 0.424 |
## cell families (layout without fill, tap and decap cells)
family / count (synthesis) / count (layout) / share of synthesized area
simple gates: 41 / 41 / 0.589
compound gates: 17 / 17 / 0.369
buf+inv: 2 / 46 / 0.0421
## layout by cell type, fill, tap and decap left out, types with 2 or more instances in the layout
cell type  Yosys  layout
a221o_1        3       3
and3_1        10       5
and3_4         0       6
buf_2          1      12
buf_4          0      16
buf_6          1      14
buf_8          0       2
nand2_1        5       3
nand2_2        1       3
nand3_1        5       3
nand3_2        0       2
nor2_1         2       2
nor3_1        12      11
o2111ai_4      0       2
o21ai_0        3       2
o22ai_2        0       3
## layer usage
layer  vias up  share of wire  wire length [um]  track usage
met4         0         0.0085                17      0.00352
met5         -              0                 0            0
met2        34           0.37               749       0.0674
met3         2           0.11               218       0.0182
met1       303           0.51              1020       0.0883
li1        339              -                 -            -
## worst paths after layout
path | start | end | slack, ns | depth (start not counted)
max | pos5[0] | who[1] | -0.24 | 8
min | pos1[1] | who[1] | 1.10 | 3
## timing repair
item                       4_1_cts  5_1_grt
buffers inserted                 8        5
resized                        104       23
setup endpoints to repair        3        3
pin swaps                       16        9
## power groups by stage
| stage | logic, mW | registers (mW) | clock network (mW) |
|---|---|---|---|
| final | 0.196 | 0 | 0 |
| after CTS | 0.168 | 0 | 0 |
| after global routing | 0.211 | 0 | 0 |
## worst min-delay path, cell delays in order
cell and delay, ns:
buf_2 0.16, a221o_1 0.17, buf_2 0.09
Power is estimated from default activity; no workload was simulated.
